==> flow/design.v <==
module huffman_decode(
    input wire clk, nrst,
    input wire serial_in,
    output reg [2:0] status_out,
    output reg valid
);
localparam [2:0] 
    STATE0 = 3'h0,
    STATE1 = 3'h1,
    STATE2 = 3'h2,
    STATE3 = 3'h3,
    STATE4 = 3'h4,
    STATE5 = 3'h5;
reg [2:0] current_state;
reg [2:0] next_state;
always @(posedge clk, negedge nrst) begin
    if(!nrst) current_state = STATE0;
    else current_state = next_state;
end
always @(serial_in, current_state) begin
    case (current_state)
        STATE0: begin
            valid = 0; 
    status_out = 3'b111;
            if (serial_in) next_state = STATE1;
            else next_state = STATE2;
        end STATE1: begin
            next_state = STATE0; 
    valid = 1;
            if (serial_in) status_out = 3'b1;
            else status_out = 3'b0;
        end STATE2: begin
            valid = 0; 
    status_out = 3'b111;
            if (serial_in) next_state = STATE3;
            else next_state = STATE4;
        end STATE3: begin
            next_state = STATE0; 
    valid = 1;
            if (serial_in) status_out = 3'b100;
            else status_out = 3'b011;
        end STATE4: begin
            if (serial_in) begin
                next_state = STATE0; 
    valid = 1;
                status_out = 3'b010;
            end else begin
                valid = 0; 
    status_out = 3'b111;
                next_state = STATE5;
            end
        end STATE5: begin
            next_state = STATE0; 
    valid = 1;
            if (serial_in) status_out = 3'b110;
            else status_out = 3'b101;
        end default: begin
            valid = 0; 
    status_out = 3'b111;
            next_state = STATE0;
        end
    endcase
end
endmodule
==> flow/run.sh <==
#!/bin/bash
# OpenROAD 26Q1-2900-gdf79404cd8, Yosys 0.63+post, stock flow scripts
make -C /OpenROAD-flow-scripts/flow DESIGN_CONFIG=/design/flow/config.mk WORK_HOME=/design/flow/orfs finish
==> flow/config.mk <==
export PLATFORM = sky130hd
export DESIGN_NAME = huffman_decode
export DESIGN_NICKNAME = huffman_decode
export VERILOG_FILES = /design/flow/design.v
export SDC_FILE = /design/flow/constraint.sdc
export NUM_CORES = 4
export LEC_CHECK = 1
export CORE_AREA = 10 10 70 70
export DIE_AREA = 0 0 80 80
==> flow/constraint.sdc <==
current_design huffman_decode

set clk_period 2.0
set clk_io_pct 0.2

create_clock -name clk0 -period $clk_period [get_ports {clk}]

set non_clock_inputs [all_inputs -no_clocks]
set_input_delay [expr $clk_period * $clk_io_pct] -clock clk0 $non_clock_inputs
set_output_delay [expr $clk_period * $clk_io_pct] -clock clk0 [all_outputs]
==> results_dict.tcl <==
# yosys + openroad results
set metrics [dict create \
    worst_setup_hold_path_clk_slew_ns 0.05 \
    timing.final.crit_period_ns 1.89 \
    chipArea_sq_um 6400 \
    finish.utilization 0.138 \
    highest_net_fanout_along_the_worst_path 3 \
    number_of_cell_instances_on_the_worst_register_to_register_path 2 \
    placed_cell_area_sq_um 402 \
    port_buffers 6 \
    leakage_uw 0.000200 \
    status "finished, final reports clean" \
    die_x_um 80 \
    min_path_type "in2async" \
    cts_root_buf "clkbuf_4" \
    routed-via-count 228 \
    worst_r2r_endpoint "current_state[0]" \
    grt_remaining_overflow 0 \
    synth-warning-count 1 \
    post_synth_inst_count 23 \
    grt_use_met1 0.0289 \
    groute.usage.overall 0.0204 \
    die_height_um 80 \
    warning_count 26 \
    antenna_left 0 \
    globalRoute.busiestLayer "met1" \
    regToRegSetupSlack_ns 1.03 \
    cp-end-kind "output pin" \
    cap_violations 0 \
    coreArea_sq_um 3420 \
    rsz0062_at_grt "no" \
    cts_buffer_depth 2 \
    first_global_vias 225 \
    timing.rr.start "current_state[3]" \
    crit_path_end "valid" \
    p_total_uw 337 \
    worst_ir_drop_vdd_uv 146 \
    post_route_cells_drive_above_1_share 0.342 \
    timing_hold_violations_final 0 \
    drtPass1Iterations 1 \
    route.detailed.vias_per_inst 2.71 \
    worst_pin_slew_ns 0.307 \
    dp_hpwl_um 444 \
    crit_path_dat_ns 1.49 \
    crit_path_top_delay_cell "clkdlybuf4s50_1" \
    finalCritPeriodShare 0.945 \
    grt_util_met3 0.0170 \
    synth_area_sq_um 273 \
    initial_antenna_violation_count 0 \
    count_of_unique_library_cells_instantiated_by_yosys 13 \
    area_added_between_synthesis_and_finish_pct 72.5 \
    power-per-cell-area_nw_per_um2 716 \
    pin_count_of_the_biggest_net_entering_global_routing 10 \
    finalMaxSlewViolations 0 \
    drc 0 \
    worstPathRequired_ns 1.60 \
    synth.yosys.num_cells 23 \
    globalplace.congestion 0.713 \
    largest_register_ffs 6 \
    path_cells "nor3_1 -> nand2_1 -> clkdlybuf4s50_1" \
    max_freq_ghz 0.529 \
    fp_util 0.0799 \
    ys_ff 6 \
    grt.met2_usage 0.0217 \
    clock_latency_ns 0.25 \
    setup.worst_path.class "reg2out" \
    pin_count 7 \
    slowest_delay_ns 0.42 \
    insertedDiodeCount 0 \
    site_rows 21 \
    finalClockSkew_ns 0.00154 \
    layout.cell_area.non_filler_sq_um 470 \
    tritoncts_num_sinks 6 \
    drt_iter0_drcs 0 \
    h-tree-depth 1 \
    type_of_element_launching_the_critical_path "flop" \
    routed_wirelength_um 627 \
    post_drt_wl_per_cell_um 7.46 \
    postSynthAreaPerCell_sq_um 11.9 \
    global_route_wire_length_before_repair_mm 1.03 \
    critPathLaunch "current_state[3]" \
    cts_made_buffers 3 \
    setup_viol 0 \
    ys_seq_share 0.555 \
    cts_tree "done" \
    max-slew-margin-rel 0.794 \
    synth_chip_area_sq_um 273 \
]
==> layer usage <==
| metal | vias to the layer above | part of all wire |
|---|---|---|
| li1 | 111 | - |
| met1 | 104 | 0.49 |
| met2 | 11 | 0.31 |
| met3 | 2 | 0.17 |
| met4 | 0 | 0.019 |
| met5 | - | 0 |
==> metrics by stage <==
step / instances / worst slack [ns] / TNS (ns) / hold WS, ns
after detailed placement: 77 / -0.324 / -0.928 / 0.459
after CTS: 82 / -0.0320 / -0.0320 / 0.390
after global placement: 77 / -0.319 / -0.874 / 0.454
after floorplan: 23 / 0.545 / 0 / 0.104
after global routing: 84 / 0.0248 / 0 / 0.403
final: 84 / 0.110 / 0 / 0.392
==> worst max-delay path, delay by kind of cell, from the launching register on <==
family,cells,cell delay [ns]
buffers and inverters,1,0.42
DFF,1,0.41
and+or+nand+nor,2,0.42
==> synthesized netlist by cell type <==
cell      count  area, sq um
dfrtp_1       5          125
nand2_1       3         11.3
nor2b_1       3         18.8
and2_1        2         12.5
nor3_1        2         10.0
a2111o_1      1         11.3
buf_6         1         11.3
dfstp_2       1         26.3
mux2_4        1         15.0
mux2i_1       1         10.0
nor4_1        1         6.26
o31a_1        1         8.76
or3_1         1         6.26
==> cell type report <==
cell class,count,area [sq um]
fill,392,2950
timing repair buffer,12,113
tap,46,57.6
clock buffer,4,26.3
sequential,6,151
multi-input combinational,16,123
==> report_power, final <==
part | switching (uW) | internal [uW]
Clock | 46.4 | 75.7
Combinational | 23.7 | 46.9
Sequential | 8.26 | 136
==> cells by family (layout without fill, tap and decap cells) <==
kind of cell    after synthesis  count (layout)  share of synthesized area
simple gates                 12              12                      0.239
buf+inv                       1              16                     0.0413
compound gates                2               2                     0.0734
flops                         6               6                      0.555
mux                           2               2                     0.0917
==> what timing repair did <==
item / in CTS / in global routing
buffers inserted: 1 / 2
hold endpoints to repair: 0 / 0
resized: 4 / 5
endpoints found under the setup margin: 4 / 2
hold buffers: 0 / 0
==> how the worst min path moves through the flow <==
stage	slack (ns)	start	cells after the start	end
global route	0.40	nrst	1	current_state[2]
CTS	0.39	nrst	1	current_state[2]
finish	0.39	nrst	1	current_state[5]
==> cell usage in the layout (no fill, tap or decap), drive strengths merged <==
master / n
dlymetal6s2s: 2
dlygate4sd2: 1
clkdlybuf4s50: 2
dfrtp: 5
nor2b: 3
buf: 6
mux2: 1
or3: 1
a2111o: 1
nor4: 1
dfstp: 1
o31a: 1
mux2i: 1
clkdlybuf4s15: 1
nor3: 2
nand2: 3
and2: 2
clkbuf: 4
Power and IR drop assume default switching activity.
